File: ./run.sh
#!/bin/bash
# OpenROAD 26Q1-2900-gdf79404cd8, Yosys 0.63+post, stock flow scripts
make -C /OpenROAD-flow-scripts/flow DESIGN_CONFIG=/design/flow/config.mk WORK_HOME=/design/flow/orfs finish
File: ./config.mk
export PLATFORM = sky130hd
export DESIGN_NAME = metro
export DESIGN_NICKNAME = metro
export VERILOG_FILES = /design/flow/design.v
export SDC_FILE = /design/flow/constraint.sdc
export NUM_CORES = 4
export LEC_CHECK = 1
export CORE_UTILIZATION = 50
File: ./constraint.sdc
current_design metro

set clk_period 5.3
set clk_io_pct 0.2

create_clock -name clk0 -period $clk_period [get_ports {clk}]

set non_clock_inputs [all_inputs -no_clocks]
set_input_delay [expr $clk_period * $clk_io_pct] -clock clk0 $non_clock_inputs
set_output_delay [expr $clk_period * $clk_io_pct] -clock clk0 [all_outputs]
File: ./design.v
`timescale 1ns / 1ps
module metro(
input clk,
input sw1,
input sw2,
input sw3,
input sw4,
input sw5,
input sw6,
input swyon1,
input swyon2,
output AB1,
output AB2,
output AB3,
output AB4,
output AB5,
output AB6,
output reg CD1,
output reg CD2,
output reg CD3,
output reg CD4,
output reg CD5,
output reg CD6,
output reg CD7,
output reg CD8,
output reg CD9,
output reg CD10,
output [6:0] seg,
output reg [3:0] an 
    );
reg act5;
reg yonel;
wire yon;
reg [20:0]sayac1;
reg [31:0]sayac2;
reg [30:0]sayac3;
reg [31:0]sayac4;
reg clk1; 
reg clk2;
reg activate1;
reg activate2;
reg activate3;
reg activate4;
reg activate5;
reg activate6;
reg [6:0] one,two,three,four;
reg [1:0] count;
reg [2:0]scroll;
reg [10:0] D;
initial begin
sayac1 = 0;
sayac2 = 0;
sayac3 = 0;
sayac4 = 0;
clk1 = 0;
CD1 = 0;
CD2 = 0;
CD3 = 0;
CD4 = 0;
CD5 = 0;
CD6 = 0;
CD7 = 0;
CD8 = 0;
CD9 = 0;
CD10 = 0;
activate1 = 0;
activate2 = 0;
activate3 = 0;
activate4 = 0;
activate5 = 0;
activate6 = 0;
yonel = 1;
one = 0;
two = 0;
three = 0;
four = 0;
scroll =0;
clk2 = 0;
count = 0;
end
assign AB1 = (activate1 || sw1) & ~CD1 & ~CD2 & ~CD3 & ~CD4 & ~CD5 & ~CD6 & ~CD7 & ~CD8 & ~CD9 & ~CD10 & ~activate2 & ~activate3 & ~activate4 & ~activate5 & ~activate6;
assign AB2 = (activate2 || (sw2 & (swyon1 || swyon2))) & ~CD1 & ~CD2 & ~CD3 & ~CD4 & ~CD5 & ~CD6 & ~CD7 & ~CD8 & ~CD9 & ~CD10 & ~activate1 & ~activate3 & ~activate4 & ~activate5 & ~activate6;
assign AB3 = (activate3 || (sw3 & (swyon1 || swyon2))) & ~CD1 & ~CD2 & ~CD3 & ~CD4 & ~CD5 & ~CD6 & ~CD7 & ~CD8 & ~CD9 & ~CD10 & ~activate2 & ~activate1 & ~activate4 & ~activate5 & ~activate6;
assign AB4 = (activate4 || (sw4 & (swyon1 || swyon2))) & ~CD1 & ~CD2 & ~CD3 & ~CD4 & ~CD5 & ~CD6 & ~CD7 & ~CD8 & ~CD9 & ~CD10 & ~activate2 & ~activate3 & ~activate1 & ~activate5 & ~activate6;
assign AB5 = (activate5 || (sw5 & (swyon1 || swyon2))) & ~CD1 & ~CD2 & ~CD3 & ~CD4 & ~CD5 & ~CD6 & ~CD7 & ~CD8 & ~CD9 & ~CD10 & ~activate2 & ~activate3 & ~activate1 & ~activate4 & ~activate6;
assign AB6 = (activate6 || sw6) & ~CD1 & ~CD2 & ~CD3 & ~CD4 & ~CD5 & ~CD6 & ~CD7 & ~CD8 & ~CD9 & ~CD10 & ~activate2 & ~activate3 & ~activate4 & ~activate5 & ~activate1;
assign yon = yonel & (sw6 || (~swyon1 & ~sw1));
always@(posedge clk)begin
    if (sayac2 == 10**8/2)begin
    sayac2 = 0;
    clk1 = ~clk1;
    end
    sayac2 = sayac2 + 1;
    if (sayac4 == 10**6/2)begin
    sayac4 = 0;
    clk2    = ~clk2;
    end
    sayac4 = sayac4 + 1;
end
segmento HH(D,seg);
always@(posedge clk1)begin
    if (scroll == 4)begin
        scroll = 1;
    end
    else begin
        scroll = scroll + 1;
    end
end
always@(posedge clk1)begin
    case(scroll)
        1:begin
        if (AB6)begin
        four = 0;
        three = 1;
        two = 2;
        one = 0;
        end
        if (AB5)begin
        four = 3;
        three = 4;
        two = 5;
        one = 6;
        end
        if (AB4)begin
        four = 0;
        three = 7;
        two = 8;
        one = 0;
        end
        if (AB3)begin
        four = 0;
        three = 9;
        two = 10;
        one = 11;
        end
        if (AB2)begin
        four = 0;
        three = 12;
        two = 13;
        one = 14;
        end
        if (AB1)begin
        four = 15;
        three = 16;
        two = 17;
        one = 18;
        end
        end
        2:begin
        if (AB6)begin
        four = 1;
        three = 2;
        two = 0;
        one = 0;
        end
        if (AB5)begin
        four = 4;
        three = 5;
        two = 6;
        one = 3;
        end
        if (AB4)begin
        four = 7;
        three = 8;
        two = 0;
        one = 0;
        end
        if (AB3)begin
        four = 9;
        three = 10;
        two = 11;
        one = 0;
        end
        if (AB2)begin
        four = 12;
        three = 13;
        two = 14;
        one = 0;
        end
        if (AB1)begin
        four = 16;
        three = 17;
        two = 18;
        one = 15;
        end
        end
        3:begin
        if (AB6)begin
        four = 2;
        three = 0;
        two = 0;
        one = 1;
        end
        if (AB5)begin
        four = 5;
        three = 6;
        two = 3;
        one = 4;
        end
        if (AB4)begin
        four = 8;
        three = 0;
        two = 0;
        one = 7;
        end
        if (AB3)begin
        four = 10;
        three = 11;
        two = 0;
        one = 9;
        end
        if (AB2)begin
        four = 13;
        three = 14;
        two = 0;
        one = 12;
        end
        if (AB1)begin
        four = 17;
        three = 18;
        two = 15;
        one = 16;
        end
        end
        4:begin
        if (AB6)begin
        four = 0;
        three = 0;
        two = 1;
        one = 2;
        end
        if (AB5)begin
        four = 6;
        three = 3;
        two = 4;
        one = 5;
        end
        if (AB4)begin
        four = 0;
        three = 0;
        two = 7;
        one = 8;
        end
        if (AB3)begin
        four = 11;
        three = 0;
        two = 9;
        one = 10;
        end
        if (AB2)begin
        four = 14;
        three = 0;
        two = 12;
        one = 13;
        end
        if (AB1)begin
        four = 18;
        three = 15;
        two = 16;
        one = 17;
        end
        end
    endcase
end
always@(posedge clk2)begin
    count = count + 1;
    case(count)
    2'b00: begin
    D = one;
    if(AB1 || AB2 || AB3 || AB4 || AB5 || AB6)begin an = 4'b1110;
    end
    else begin
    an = 4'b1111;
    end
    end
    2'b01: begin
    D = two;
    if(AB1 || AB2 || AB3 || AB4 || AB5 || AB6)begin an = 4'b1101;
    end
    else begin
    an = 4'b1111;
    end  
    end
    2'b10: begin
    D = three;
    if(AB1 || AB2 || AB3 || AB4 || AB5 || AB6)begin an = 4'b1011;
    end
    else begin
    an = 4'b1111;
    end
    end
    2'b11: begin
    D = four;
   if(AB1 || AB2 || AB3 || AB4 || AB5 || AB6)begin an = 4'b0111;
    end
    else begin
    an = 4'b1111;
    end
    end
    endcase
end
always@(posedge clk1)begin
if (sayac3 == 4 )begin
    sayac3 = 0;
    if (AB1)begin
    if (sayac1 == 5)
    begin CD1 = 1;
    activate1 = 0;  
    yonel = 0;
    sayac1 = 0;
    end
    else begin 
    sayac1 = sayac1 + 1;   
    end   
    end    
    else if (CD1 & yon)begin
    CD1 = 0;
    activate1 = 1;
    end
    else if (CD1 & ~yon)begin
    CD2 = 1;
    CD1 = 0;           
    end
    else if (CD2 & yon)begin
    CD2 = 0;
    CD1 = 1;       
    end
    else if (CD2 & ~yon)begin
    CD2 = 0;
    activate2 = 1;
    end
    else if (AB2 & yon)begin
    if (sayac1 == 5) begin
    CD2 = 1;
    activate2 = 0; 
    sayac1 = 0;      
    end
    else begin 
        sayac1 = sayac1 + 1;
    end
    end
    else if (AB2 & ~yon)begin
    if (sayac1 == 5) begin
    CD3 = 1;
    activate2 = 0;
    sayac1 = 0;           
    end
    else begin 
        sayac1 = sayac1 + 1;
    end
    end
    else if (CD3 & yon)begin
    CD3 = 0;
    activate2 = 1; 
    end
    else if (CD3 & ~yon)begin
    CD3 = 0;
    CD4 = 1;       
    end
    else if (CD4 & yon)begin
    CD4 = 0;
    CD3 = 1;       
    end
    else if (CD4 & ~yon)begin
    CD4 = 0;
    activate3 = 1; 
    end
    else if (AB3 & yon)begin
    if (sayac1 == 5)begin
    CD4 = 1;
    activate3 = 0;
    sayac1 = 0;           
    end
    else begin
    sayac1 = sayac1 + 1;
    end
    end
    else if (AB3 & ~yon)begin
    if (sayac1 == 5)begin
    CD5 = 1;
    activate3 = 0;
    sayac1 = 0;           
    end
    else begin
        sayac1 = sayac1 + 1;
    end
    end
    else if (CD5 & yon)begin
    CD5 = 0;
    activate3 = 1; 
    end
    else if (CD5 & ~yon)begin
    CD5 = 0;
    CD6 = 1;       
    end
    else if (CD6 & yon)begin
    CD6 = 0;
    CD5 = 1;       
    end
    else if (CD6 & ~yon)begin
    CD6 = 0;
    activate4 = 1;  
    end
    else if (AB4 & yon)begin
    if (sayac1 == 5)begin
    CD6 = 1;
    activate4 = 0;
    sayac1 = 0;           
    end
    else begin
        sayac1 = sayac1 + 1;
    end
    end
    else if (AB4 & ~yon)begin
    if (sayac1 == 5)begin
    CD7 = 1;
    activate4 = 0;
    sayac1 = 0;           
    end
    else begin
        sayac1 = sayac1 + 1;
    end
    end
    else if (CD7 & yon)begin
    CD7 = 0;
    activate4 = 1;  
    end
    else if (CD7 & ~yon)begin
    CD7 = 0;
    CD8 = 1;       
    end
    else if (CD8 & yon)begin
    CD8 = 0;
    CD7 = 1;       
    end
    else if (CD8 & ~yon)begin
    CD8 = 0;
    activate5 = 1;
    end
    else if (AB5 & yon)begin
    if (sayac1 == 5)begin
    CD8 = 1;
    activate5 = 0;
    sayac1 = 0;      
    end
    else begin
        sayac1 = sayac1 + 1;
    end
    end
    else if (AB5 & ~yon)begin
    if (sayac1 == 5)begin
    CD9 = 1;
    activate5 = 0;
    sayac1 = 0;     
    end
    else begin
        sayac1 = sayac1 + 1;
    end
    end
    else if (CD9 & yon)begin
    CD9 = 0;
    activate5 = 1; 
    act5 = 1;      
    #50000000;
    end
    else if (CD9 & ~yon)begin
    CD9 = 0;
    CD10 = 1;       
    end
    else if (CD10 & yon)begin
    CD10 = 0;
    CD9 = 1;       
    end
    else if (CD10 & ~yon)begin
    CD10 = 0;
    activate6 = 1;  
    end
    else if (AB6)begin
    if (sayac1 == 5)begin
    CD10 = 1;
    activate6 = 0;
    sayac1 = 0;     
    yonel = 1;      
    end
    else begin 
        sayac1 = sayac1 + 1;
    end
    end
    end
    else begin
        sayac3 = sayac3 + 1 ;
    end
    end
endmodule
`timescale 1ns / 1ps
module segmento(
input [10:0] Y,
output reg [6:0] disp
    );
always@(Y)begin
case(Y)
0: disp = 7'b0111111; 
1: disp = 7'b0001000;
2: disp = 7'b0000011; 
3: disp = 7'b0000011;
4: disp = 7'b0001011;
5: disp = 7'b1000110; 
6: disp = 7'b0000110;
7: disp = 7'b0010010;
8: disp = 7'b0010010;
9: disp = 7'b0010000;
10: disp = 7'b0001100;
11: disp = 7'b1100001;
12: disp = 7'b0001101;
13: disp = 7'b0100001;
14: disp = 7'b0000011;
15: disp = 7'b0111111;
16: disp = 7'b0000111;
17: disp = 7'b0101011;
18: disp = 7'b0101011;
endcase
end
endmodule
==> impl_metrics.yaml <==
# generated from flow reports
die:
  num_rows: 49
  dieArea_sq_um: 19330
  die_h_um: 139.0
  die_w_um: 139.0
  io_pins: 36
  fp_util: 0.5157
  core_sq_um: 18210
final_timing:
  skew_ps: 4.110
  hold_viol_final: 0
  max-slew-margin-rel: 0.4138
  slew_violations: 0
  untimed_endpoints: 207
  setup_tns_ps: 0
  rsz0062_at_grt: "false"
  unclocked_regs: 120
  max_freq_mhz: 231.1
  finalCriticalPeriod_ps: 4327
  setup_viol: 0
  tightest_slew_ps: 872.6
  fin_crit_sh: 0.8165
setup_path:
  cp_cell_sequence: "clkdlybuf4s50_1 -> o21a_1 -> o21ai_0 -> or2_0 -> inv_2 -> clkdlybuf4s50_1"
  crit_path_end_kind: "output port"
  timing.rr.start: "sayac2[4]"
  crit_type: "in -> out"
  max_stage_delay_ps: 500
  cp_max_fo: 12
  crit_arrival_ps: 3270
  cp_common_cell: "clkdlybuf4s50_1"
  startpoint_type: "input port"
  crit_slowest_cell: "clkdlybuf4s50_1"
  cp-startpoint: "swyon1"
  required_ps: 4240
job:
  maxCapViolations: 0
  warnings: 33
grt:
  antenna_found_initial: 0
  grt_pass1_wl_um: 34300
  grt_max_degree: 74
  grt-ovfl-total: 0
  grt_pass1_vias: 6902
  grt.total_usage: 0.2242
synthesis:
  synth_area_sq_um: 9390
  avgSynthCellArea_sq_um: 9.344
  yosys_warnings: 2
  ys_types: 74
  synth-seq-cells: 186
  ys_area_sq_um: 9390
  async_flop_share: 0
  synthCells: 1005
  synth-edff-count: 68
  synthFlopType: "dfxtp_1"
  ys_cells: 1005
pwr:
  ir_drop_v: 0.0002069
  leakagePower_nw: 3.594
  power_density_nw_per_um2: 114.4
final_layout:
  drive_gt1_frac: 0.04617
  utilization: 0.5621
  layout.cells.non_filler: 1247
  syn_to_final_growth_pct: 8.994
  stdcell_area_sq_um: 10230
clock_network:
  cts_tree: "built"
  clk_latency_ps: 320
  cts_setup_buffers: 0
  cts.clk_slew.worst_paths_ps: 50
  cts_resized: 0
  cts_buffers: 9
  cts_hold_buf: 0
  htree_levels: 3
  cts_buffer_depth: 2
  root_buffer: "clkbuf_16"
placement:
  place_area_sq_um: 9897
  place_inst: 1231
  gp_congestion: 0.9624
  io_buffers: 35
  dp_hpwl_um: 14580
detailed_routing:
  antenna_cells: 0
  routed_via_density: 5.800
  drt-wirelength-per-cell_um: 16.09
  drtIter0Drc: 558
  vias: 7232
  final_antenna_net_count: 0
  first_pass_iters: 21
  routed_wirelength_um: 20070
  drc: 0
run_status:
  status: "completed"
worst_hold_path:
  min-delay-start: "sayac4[0]"
  hp-class: "reg -> reg"
==> cell type report <==
| cell class | count | area, sq um |
|---|---|---|
| clock buffers | 12 | 266.5 |
| clock inverters | 4 | 71.32 |
| fillers | 1564 | 7974 |
| inverters | 46 | 185.2 |
| multi-input cells | 726 | 4638 |
| flip-flops and latches | 186 | 4369 |
| well taps | 229 | 286.5 |
| repair buffers | 44 | 417.9 |
==> metal layers <==
metal	up-vias	global-route usage	routed length, um
met5	-	0	0
met4	0	0.04795	383
met3	35	0.03765	1154
met2	216	0.3166	8437
met1	3340	0.3801	10090
li1	3641	-	-
==> through the flow <==
step	setup WS [ps]	power [W]	hold slack [ps]
2_1_floorplan	2194	0.0005176	385.5
3_3_place_gp	1095	0.0005275	410.6
3_5_place_dp	1042	0.0005274	412.8
4_1_cts	1023	0.001185	426.7
5_1_grt	801.6	0.001210	452.5
6_report	972.8	0.001171	425.2
==> cells by family (layout without fill, tap and decap cells) <==
family / Yosys count / after routing / synth area share
and+or+nand+nor: 420 / 420 / 0.2341
adders and majority gates: 15 / 15 / 0.01999
DFF: 179 / 179 / 0.4541
AOI/OAI and AO/OA: 169 / 169 / 0.1234
xor gates and xnor gates: 111 / 111 / 0.1035
muxes: 11 / 11 / 0.01173
latches: 7 / 7 / 0.01119
buffers and inverters: 93 / 106 / 0.04197
==> cell usage in the layout (no fill, tap or decap), types with 15 or more instances in the layout <==
master	count
nand3_1	59
xor2_1	34
dfxtp_1	111
edfxtp_1	68
nand4_1	31
nand2_1	92
and3_1	28
clkdlybuf4s50_1	35
xnor2_1	77
nor4_1	22
o21ai_0	35
ha_1	15
and2_1	18
nor2_1	84
a21oi_1	37
nor3_1	24
inv_1	42
==> final timing paths <==
| check | end | slack (ps) | cells past startpoint |
|---|---|---|---|
| worst max register to register | sayac2[11] | 2990 | 6 |
| worst max-delay path | AB2 | 970 | 6 |
| worst min-delay path | sayac4[0] | 430 | 1 |
| worst min register to register | sayac4[0] | 430 | 1 |
==> registers in the layout, summed over array words and instances, names as in the netlist, 7 cells and up <==
signal	count
four	7
HH.disp	7
sayac1	21
sayac2	32
three	7
one	7
sayac4	32
sayac3	31
two	7
D	7
==> critical path, delay by kind of cell <==
kind	cells	cell delay, ps
AND-OR/OR-AND	2	670
buffers and inverters	3	1150
AND/OR/NAND/NOR	1	390
==> cells in the mapped netlist, types with 3 or more instances <==
library cell | number | area [sq um]
nor4b_1 | 10 | 87.58
nand3_1 | 59 | 295.3
a22o_1 | 4 | 35.03
a21o_1 | 4 | 30.03
ha_1 | 15 | 187.7
a211o_1 | 5 | 43.79
nor4_1 | 23 | 143.9
a21oi_1 | 37 | 185.2
nand2_1 | 92 | 345.3
clkbuf_1 | 31 | 116.4
nor3_1 | 25 | 125.1
inv_1 | 42 | 157.7
buf_2 | 9 | 45.04
a22oi_1 | 3 | 22.52
a2111oi_0 | 3 | 26.28
nor2_1 | 84 | 315.3
a31oi_1 | 11 | 68.82
o2111ai_1 | 3 | 26.28
o22ai_1 | 5 | 31.28
and3_1 | 28 | 175.2
a222oi_1 | 8 | 80.08
xnor2_1 | 77 | 674.4
or2_2 | 5 | 31.28
xor2_1 | 34 | 297.8
o211ai_1 | 9 | 67.56
and2_1 | 18 | 112.6
nand2b_1 | 4 | 25.02
nor3b_1 | 3 | 22.52
o21bai_1 | 4 | 30.03
o21a_1 | 6 | 45.04
nor2b_1 | 9 | 56.30
nand4_1 | 31 | 193.9
a211oi_1 | 10 | 75.07
or3_1 | 4 | 25.02
a221oi_1 | 3 | 26.28
o21ai_0 | 35 | 175.2
dlxtn_1 | 7 | 105.1
mux2i_1 | 11 | 110.1
and4_1 | 11 | 96.34
edfxtp_1 | 68 | 2042
dfxtp_1 | 111 | 2222
==> report_power, final <==
part	total, W	switching [W]	internal, W
Sequential	0.000499	0	0.000499
Clock	0.000654	0.000205	0.000449
Combinational	0.0000187	0.00000979	0.00000892
Total	0.00117	0.000214	0.000957
Power figures rest on the tool's default switching activity, not on a simulated workload.
